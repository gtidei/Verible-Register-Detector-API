File: ./design.v
`timescale 1ns/1ns
module FSM(
    input logic clk,
    input logic reset,
    input logic input_bit,
    output logic output_signal
);
    typedef enum logic [1:0] {
        S0 = 2'b00,
        S1 = 2'b01,
        S2 = 2'b10,
        S3 = 2'b11
    }state_t;
    state_t state;
    always_ff @(posedge clk or posedge reset) begin  
        if (reset) begin     
            state <= S0;
            output_signal <= 0;
        end else begin       
            case (state)
                S0: begin    
                    if (input_bit) begin     
                        state <= S1;
                    end else begin           
                        state <= S0;
                    end
                end
                S1: begin    
                    if (input_bit) begin     
                        state <= S3;  
                        output_signal <= 1;  
                    end else begin           
                        state <= S2;
                    end
                end
                S2: begin                    
                    if (input_bit) begin     
                        state <= S3;
                    end else begin           
                        state <= S0;
                    end
                end
                S3: state <= S0;
                default: state <= S0;
            endcase
        end
    end
endmodule
File: ./run.sh
#!/bin/bash
# OpenROAD 26Q1-2900-gdf79404cd8, Yosys 0.63+post, stock flow scripts
make -C /OpenROAD-flow-scripts/flow DESIGN_CONFIG=/design/flow/config.mk WORK_HOME=/design/flow/orfs finish
File: ./config.mk
export PLATFORM = sky130hd
export DESIGN_NAME = FSM
export DESIGN_NICKNAME = FSM
export VERILOG_FILES = /design/flow/design.v
export SDC_FILE = /design/flow/constraint.sdc
export NUM_CORES = 4
export LEC_CHECK = 1
export CORE_AREA = 10 10 70 70
export DIE_AREA = 0 0 80 80
File: ./constraint.sdc
current_design FSM

set clk_period 1.5
set clk_io_pct 0.2

create_clock -name clk0 -period $clk_period [get_ports {clk}]

set non_clock_inputs [all_inputs -no_clocks]
set_input_delay [expr $clk_period * $clk_io_pct] -clock clk0 $non_clock_inputs
set_output_delay [expr $clk_period * $clk_io_pct] -clock clk0 [all_outputs]
==> ds_physical_params.txt <==
Physical design parameters

Parameter                              Value

Pwr
  Total power .................. around 360 µW
  Share of power burned in the clock network .................. 41.1%
  Switching share of power .................. about a fifth
  Total internal power .................. 292 µW
  Reported leakage power .................. 0.000111 µW
  Sw Pwr .................. 72.0 µW
  Power density cells .................. 1290 mW/mm²
  Fraction of power consumed by combinational cells .................. 12.3%
  Fraction of power consumed by sequential logic .................. around 47%
  Largest voltage drop on the vdd net .................. around 0.00083 V

Floorplanning
  I/O pin cnt .................. 4
  Die Y-Extent .................. 80 µm
  Chip footprint .................. roughly 0.0064 mm²
  Area of the core .................. between 0.003 and 0.004 mm²
  Row Count .................. 21
  Die outline width .................. approximately 80 µm
  Starting Density .................. 4.95%

CTS
  Clock tree from TritonCTS .................. yes
  Hold bufs inserted after CTS .................. 0
  Register clock-pin slew on the reported worst setup and hold paths .................. 0.04 ns
  Clock buffers created by TritonCTS .................. 3
  Clock root buffer master .................. sky130_fd_sc_hd__clkbuf_4
  Post-cts gate resize count .................. 0
  Clock network latency to the later pin of the worst-skew pair .................. around 0.24 ns
  Maximum buffer depth of the clock tree .................. 2
  Total number of H-tree levels .................. 1
  # Post-CTS Setup Buffers .................. 0
  Clk sink count .................. 5

Global route
  Overall overflow remaining after global route .................. 0
  GRT Resource Usage Total .................. between 1 and 1.5%
  Largest net degree at the start of global routing .................. 6
  Via count of the first global-routing pass .................. 139
  Antenna violations before repair .................. 0
  First-pass GRT wire length .................. 538 µm

Yosys
  Share of the yosys chip area belonging to registers .................. 74.8%
  Mean instance size in the synthesized netlist .................. 14.1 µm²
  Register bit total from synthesis .................. 5
  Number of standard cells after synthesis .................. 12
  Count of different cell masters after synthesis .................. 9
  Area fraction in xor and xnor cells .................. 0%
  MUX area fraction .................. 0%
  Cell accounting for the most synthesized area .................. sky130_fd_sc_hd__dfrtp_1
  Biggest area cells .................. sky130_fd_sc_hd__dfrtp_1, sky130_fd_sc_hd__dfstp_2, sky130_fd_sc_hd__a21o_1
  Leading cell type by number of instances after synthesis .................. sky130_fd_sc_hd__dfrtp_1
  # Cells Yosys .................. 12
  Post-synthesis instance area .................. 169 µm²
  Fraction of the mapped netlist area in simple logic gates .................. roughly 9.6%
  Post-synthesis adder-cell area fraction .................. 0%
  Post-synthesis share of cell area spent on and-or and or-and gates .................. 13.3%
  FFs w/ async S/R, synth .................. approximately 100%
  Portion of synthesized cell area occupied by the leading cell type .................. ~60%
  Most used flip-flop cell after synthesis .................. sky130_fd_sc_hd__dfrtp_1
  Count of flip-flops with a built-in enable after synthesis .................. 0
  Chip area in the Yosys report .................. 169 µm²
  Synth Warn # .................. 1
  Top logic family .................. AND-OR/OR-AND gates

Routing
  Pre-antenna DRT Iters .................. 1
  Antenna diode count .................. 0
  Antenna viol nets, final .................. 0
  Vias per inst .................. ~1.7
  WL final .................. approximately 270 µm
  DRC viols .................. 0
  Number of vias in the routed layout .................. around 110
  Average wire per standard cell .................. 4.20 µm
  Iter 0 DRT Violations .................. 0

Setup path
  Reg2reg path depth .................. 2
  Maximum cell stage delay along the critical path .................. 0.47 ns
  Data arrival, critical path .................. 1.04 ns
  Critical path class .................. reg -> out
  CP bufs+invs .................. 1
  Critical path peak fanout .................. 2
  Register-to-register setup slack .................. between 0.7 and 0.8 ns
  Critical path, cell by cell .................. clkdlybuf4s50_1
  Launching point of the worst reg2reg path .................. state[0]
  Crit path required time .................. 1.20 ns
  Kind of cell with the highest combined delay on the critical path .................. buffers and inverters
  R2r endpoint .................. state[0]
  Element type at the critical path end .................. output pin
  CP max stage cell .................. sky130_fd_sc_hd__clkdlybuf4s50_1
  Setup crit start kind .................. register

Final timing
  Setup repair after global routing missed its margin .................. no
  Final worst clock skew .................. 0.00424 ns
  Maximum frequency from static timing analysis .................. 0.747 GHz
  Count of endpoints failing hold in the final timing report .................. 0
  Worst-case hold slack .................. 0.255 ns
  Worst path setup slack after routing .................. 0.161 ns
  Worst slew slack as a fraction of its limit .................. 88.0%
  Post-layout period usage .................. around 89%
  Final Max Tran Viols .................. 0
  Actual transition at the worst max-transition pin .................. 0.180 ns
  Post-layout min period .................. 1.34 ns
  Final TNS setup .................. 0 ns
  Total setup violations reported at the end of the flow .................. 0

Placed design
  Post-place setup slack .................. 0.399 ns
  Count of input and output buffers .................. 3
  Final RePlAce weighted congestion .................. 0.666
  Post-Place Cells .................. a little over 60

Run
  Max-capacitance violation count .................. 0
  OpenROAD warning count .................. 25

Min path
  Path type of the worst min-delay path .................. in -> async

Final layout
  Fraction of final layout cells with drive strength greater than 1 .................. between 20% and 30%
  Layout overhead on the synthesized area .................. 67.4%
  Final cell count without fillers .................. 65

Status
  Status .................. finished, final reports clean
==> kinds of logic (layout without fill, tap and decap cells) <==
family,count (synthesis),in the layout
flip-flops,5,5
AND-OR/OR-AND,3,3
AND/OR/NAND/NOR,3,3
buffers and inverters,1,8
==> through the flow <==
stage	utilization, %	cell area [µm²]
2_1_floorplan	-	169
3_3_place_gp	7.51	256
3_5_place_dp	7.51	256
4_1_cts	8.28	283
5_1_grt	8.28	283
6_report	8.28	283
==> power by group through the flow <==
| stage | registers, µW | logic [µW] | clock network, µW |
|---|---|---|---|
| finish | 169 | 44.7 | 149 |
| global route | 173 | 51.6 | 168 |
| CTS | 170 | 46.4 | 157 |
==> state kept, by name, indices dropped and copies added, names as in the netlist <==
register,flops
output_signal,1
state,4
==> cell type report <==
type,instances,area (µm²)
clock buffer,4,26.3
fill,413,3130
sequential,5,126
timing repair buffer,3,30.0
inverter,1,3.75
tap,46,57.6
multi-input combinational,6,38.8
==> layout by cell type (no fill, tap or decap) <==
cell / count
sky130_fd_sc_hd__a21o_1: 1
sky130_fd_sc_hd__clkbuf_1: 1
sky130_fd_sc_hd__nor2_1: 1
sky130_fd_sc_hd__clkdlybuf4s50_1: 3
sky130_fd_sc_hd__o21a_1: 1
sky130_fd_sc_hd__clkbuf_4: 3
sky130_fd_sc_hd__dfrtp_1: 4
sky130_fd_sc_hd__inv_1: 1
sky130_fd_sc_hd__o21bai_1: 1
sky130_fd_sc_hd__nor2b_1: 1
sky130_fd_sc_hd__dfstp_2: 1
sky130_fd_sc_hd__and2_1: 1
==> metal layers <==
metal | part of all wire, % | routed length, µm | global-route usage (%) | vias up
li1 | - | - | - | 53
met1 | 47 | 127 | 1.14 | 54
met2 | 35 | 96 | 1.44 | 6
met3 | 18 | 50 | 1.36 | 0
met4 | 0 | 0 | 0 | 0
met5 | 0 | 0 | 0 | -
==> worst max-delay path by stage <==
stage                         start             to  cells past startpoint
after CTS             output_signal  output_signal                      1
after global routing  output_signal  output_signal                      1
final                 output_signal  output_signal                      1
Power figures rest on the tool's default switching activity, not on a simulated workload.
