## ./design.v

```verilog
`timescale 1ns/1ns
module JKFlipflop(input logic [31:0] J, input logic [31:0] K,
                  input logic clk, input logic reset, output logic [31:0] q);
  logic [31:0] w;
  assign w=(J&~q)|(~K&q);
  D_Flipflop dff(w,clk,reset,q);
endmodule
module D_Flipflop(input logic [31:0] Din, input logic clk,
                  input logic reset, output logic [31:0] q);
    always_ff@(posedge clk or posedge reset) begin
      if(reset)
        q<='0;
      else
        q<=Din;
    end
endmodule
```

## ./constraint.sdc

```tcl
current_design JKFlipflop

set clk_period 1.0
set clk_io_pct 0.2

create_clock -name clk0 -period $clk_period [get_ports {clk}]

set non_clock_inputs [all_inputs -no_clocks]
set_input_delay [expr $clk_period * $clk_io_pct] -clock clk0 $non_clock_inputs
set_output_delay [expr $clk_period * $clk_io_pct] -clock clk0 [all_outputs]
```

## ./run.sh

```bash
#!/bin/bash
# OpenROAD 26Q1-2900-gdf79404cd8, Yosys 0.63+post, stock flow scripts
make -C /OpenROAD-flow-scripts/flow DESIGN_CONFIG=/design/flow/config.mk WORK_HOME=/design/flow/orfs finish
```

## ./config.mk

```make
export PLATFORM = sky130hd
export DESIGN_NAME = JKFlipflop
export DESIGN_NICKNAME = JKFlipflop
export VERILOG_FILES = /design/flow/design.v
export SDC_FILE = /design/flow/constraint.sdc
export NUM_CORES = 4
export LEC_CHECK = 1
export CORE_AREA = 10 10 105 105
export DIE_AREA = 0 0 115 115
```

==> results.ini <==
[run_status]
run_status = complete, no violations

[detailed_routing]
wl_per_cell_um = 11.66
route.antenna.diode_count = 0
detail-route-antenna-nets = 0
drt_drc_violations_left = 0
drt-initial-drc-count = 13
drt_first_pass_iters = 2
routed-via-count = 1158
drt-vias-per-instance = 3.262
routed_wirelength_um = 4141

[worst_setup_path]
critical_path.endpoint_type = output pin
worst_ep_required_time_ns = 0.80
critical_path.reg2reg.startpoint = dff.q[30]
worstSetupPathType = reg2out
regToRegSetupSlack_ns = 0.13
reg2reg_depth = 4
worst_ep_arrival_time_ns = 0.78
worstReg2RegEnd = dff.q[30]
critical_path.cell_chain = buf_2
delay_heaviest_family_cp = flip-flops
timing.critical_path.slowest_cell_delay_ns = 0.37
critPathLaunchType = register
cp.buffers_inverters = 1
crit_slowest_cell = sky130_fd_sc_hd__dfrtp_1
crit_path_max_fanout = 2

[power]
peakVddDrop_v = 0.0004166
leakagePower_nw = 1.375
powerDensity_nw_per_um2 = 1278
finalPower_mw = 3.358

[grt]
globalRouteOverflowTotal = 0
first_global_vias = 1197
grt_antenna_before_repair = 0
grtUsageTotal_pct = 5.956
grt_first_pass_wirelength_um = 6341
grt_max_degree = 33

[final_timing]
report.final.slew_viol_count = 0
max_freq_ghz = 1.018
hold_slack_ns = 0.2685
post_route_minimum_period_ns = 0.9823
worst-slew-pin-transition_ns = 0.1917
timing.max_slew.rel_slack_pct = 87.22
finalClockSkew_ns = 0
post-route-period-util_pct = 98.23
grt_setup_unrepaired = true
hold_violations = 0
finalSetupViolCount = 0

[flow_run]
drv.max_cap_violation_count = 0
openroad.warnings = 27

[synthesis]
synth.mux.area_fraction_pct = 25.03
synth_simple_gate_area_share_pct = 0.3027
ys.flops = 32
ys_cells = 97
postSynth.topFlopCell = sky130_fd_sc_hd__dfrtp_1
ys_seq_share_pct = 64.58
xor_area_share_pct = 0
yosys.area.top_type = sky130_fd_sc_hd__dfrtp_1
number_of_cells_produced_by_synthesis = 97
ys_chip_area_um2 = 1240
synth.logic.top_family = multiplexers
ys_warns = 1
most_numerous_cell_types_in_the_synthesized_netlist = sky130_fd_sc_hd__dfrtp_1, sky130_fd_sc_hd__inv_1, sky130_fd_sc_hd__mux2i_1
synth_area_per_cell_um2 = 12.78
synth.distinct_cells = 5
edff_count_synth = 0
synth_top_area_share_pct = 64.58
synth.area.top_cells = sky130_fd_sc_hd__dfrtp_1, sky130_fd_sc_hd__mux2i_1, sky130_fd_sc_hd__inv_1, sky130_fd_sc_hd__a21oi_1, sky130_fd_sc_hd__nor2_1
synth-adder-area-share_pct = 0
ys_sh_aoi_pct = 0.4036
synth_area_um2 = 1240
ys_async_sr_fraction_pct = 100.0

[hold_path]
timing.hold.worst.class = in2async

[layout]
fill_cells = 915
top_regs = dff.q x32
flop_area_um2 = 800.8
largest-register = dff.q
largest_register_ffs = 32
mi_logic_area_um2 = 319.1
area.growth.synth_to_final_pct = 111.8
post_route_cells_drive_above_1_share_pct = 33.60

[clocking]
clkTransAtPathRegs_ns = 0.07
tritoncts = built
clock_tree.root_cell = sky130_fd_sc_hd__clkbuf_8
cts_buffer_depth = 2
cts_sinks = 32
worstSkewPairLatency_ns = 0.27
clock_tree.htree_level_count = 2
tritoncts.num_buffers = 5

[floorplan]
floorplan.io_pins = 98
core-area_um2 = 8763
area_of_the_die_um2 = 13230
floorplan.die.height_um = 115
floorplan.die.width_um = 115
num_rows = 34
initial_utilization_pct = 14.15

[placement]
place.detailed.hpwl_um = 3344
place.gp.congestion = 0.7338
buffer_ports.inserted = 97

## through the flow
| stage | setup slack [ns] | std cells | setup TNS [ns] | utilization (%) | cell area, um2 |
|---|---|---|---|---|---|
| detailed placement | -0.05174 | 324 | -0.5229 | 28.80 | 2524 |
| global placement | -0.05196 | 324 | -0.5094 | 28.80 | 2524 |
| finish | 0.01765 | 355 | 0 | 29.97 | 2626 |
| floorplan | 0.1092 | 97 | 0 | - | 1240 |
| global route | -0.03187 | 355 | -0.4794 | 29.97 | 2626 |
| CTS | -0.009597 | 348 | -0.04866 | 29.37 | 2574 |
## repair_timing
action | CTS | global route
endpoints found under the setup margin | 32 | 29
setup buffers | 16 | 7
hold endpoints to repair | 0 | 0
resized | 106 | 0
hold buffers | 0 | 0
## worst max-delay path by stage
stage	startpoint	endpoint	slack (ns)	depth (start not counted)
4_1_cts	dff.q[19]	q[19]	-0.01	1
5_1_grt	dff.q[19]	q[19]	-0.03	1
6_report	dff.q[19]	q[19]	0.02	1
## area by class of cell
class                      count  share of cell area [%]
clock buffer                   8                   3.430
inverter                      32                   4.574
sequential                    32                   30.49
timing repair buffer         142                   44.21
tap                          108                   5.145
multi-input combinational     33                   12.15
## worst reg2reg max path: cells and delay by family (launching register included)
kind                   cells  cell delay, ns
flip-flops                 1            0.38
buffers and inverters      2            0.25
AND-OR/OR-AND              1            0.04
AND/OR/NAND/NOR            1            0.08
## logic make-up (layout without fill, tap and decap cells)
group,Yosys count,after routing
compound gates,1,1
buf+inv,32,182
flops,32,32
mux,31,31
simple gates,1,1
## routing by layer
metal | routed length (um) | part of all wire, % | vias to the layer above | global-route usage, %
met5 | 0 | 0 | - | 0
met3 | 571 | 14 | 5 | 3.639
li1 | - | - | 590 | -
met2 | 1872 | 45 | 59 | 9.272
met4 | 40 | 0.97 | 0 | 0.5776
met1 | 1656 | 40 | 504 | 7.183
## cells in the final DEF, fill, tap and decap left out, drive strengths merged
cell type      count
a21oi              1
dfrtp             32
mux2i             31
inv               32
clkdlybuf4s50     65
nor2               1
clkbuf             8
buf               77
## report_power, final
part / internal [mW] / total (mW) / leakage (nW) / switching (mW)
combinational: 0.623 / 0.829 / 0.957 / 0.207
clock: 0.562 / 1.04 / 0.0455 / 0.482
sequential: 1.43 / 1.48 / 0.373 / 0.0584
total: 2.61 / 3.36 / 1.38 / 0.748
No activity file was given, so power comes from the tool's default toggle rates.
